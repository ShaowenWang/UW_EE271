### flow/design.v
module clock_divider (clock, reset, divided_clocks);
	input logic reset, clock;
	output logic [31:0] divided_clocks = 0;
	always_ff @(posedge clock) begin
		divided_clocks <= divided_clocks + 1;
	end
endmodule 
### flow/config.mk
export PLATFORM = sky130hd
export DESIGN_NAME = clock_divider
export DESIGN_NICKNAME = clock_divider
export VERILOG_FILES = /design/flow/design.v
export SDC_FILE = /design/flow/constraint.sdc
export NUM_CORES = 4
export LEC_CHECK = 1
export CORE_UTILIZATION = 30
### flow/constraint.sdc
current_design clock_divider

set clk_period 5.4
set clk_io_pct 0.2

create_clock -name clk0 -period $clk_period [get_ports {clock}]

set non_clock_inputs [all_inputs -no_clocks]
set_input_delay [expr $clk_period * $clk_io_pct] -clock clk0 $non_clock_inputs
set_output_delay [expr $clk_period * $clk_io_pct] -clock clk0 [all_outputs]
### flow/run.sh
#!/bin/bash
# OpenROAD 26Q1-2900-gdf79404cd8, Yosys 0.63+post, stock flow scripts
make -C /OpenROAD-flow-scripts/flow DESIGN_CONFIG=/design/flow/config.mk WORK_HOME=/design/flow/orfs finish
==> results.cfg <==
; synthesis and place-and-route metrics
[logic_synthesis]
syn_inst = 127
ys_chip_area_um2 = 1319
netlist_area_um2 = 1319
ys_seq_share_pct = 48.58
simple_gate_area_share_pct = 27.23
syn_area_per_cell_um2 = 10.38
ys.warnings.count = 1
ys_types = 24
ys_sh_mux_pct = 0
xor_area_share_pct = 19.92
yosys_cells = 127
compound_area_share_pct = 0
ys.flops = 32
topCombFamilyByArea = simple AND/OR/NAND/NOR gates
adder_share_pct = 0.9488

[pwr]
finalPower_uw = 421.6
leakagePower_nw = 0.7040
powerDensity_nw_per_um2 = 238.6
ir_drop_v = 0.00009754

[final_timing]
hold_slack_ps = 448.8
finClkSkew_ps = 3.893
slew_headroom_pct = 60.78
setup_tns_ps = 0
max_clock_freq_ghz = 0.4342
rsz0062_at_grt = false
min_period_ps = 2303
post-route-period-util_pct = 42.65
hold_violations = 0
finalSetupViolations = 0
worst_slew_pin_slew_ps = 586.6
drv_slew = 0

[clocking]
clock.latency.late_pin_ps = 280
cts_root_buf = clkbuf_8
post_cts.repair.setup_buffers = 0
cts_resized = 0
cts_buffer_depth = 2
cts_inserted_buffers = 5
clock_sinks = 32
cts_tree = yes
path_clk_slew_ps = 60
holdBufCountCts = 0
htree_levels = 2

[worst_setup_path]
crit_type = flip-flop to primary output
crit_path_top_delay_cell = clkdlybuf4s50_1
r2r_setup_slack_ps = 3520
startpoint = divided_clocks[2]
critPathRequiredTime_ps = 4320
crit_path_max_incr_delay_ps = 500
cp.buffers_inverters = 1
crit_arrival_ps = 1220
path_max_fanout = 6
r2r_start = divided_clocks[0]
critPathCaptureType = primary output
path_cells = clkdlybuf4s50_1
start_kind = flip-flop
cpLargestDelayFamily = buffers and inverters

[hold_path]
min_path_type = flip-flop to flip-flop
worstHoldStart = divided_clocks[0]

[route]
insertedDiodeCount = 0
drt-total-wl_um = 2428
vias = 966
drt_iter0_drc = 43
vias_per_cell = 4.535
drtAntennaViolNets = 0
routedWlPerCell_um = 11.40
firstDrtPassIters = 3
drc = 0

[floorplanning]
io_pins = 34
dieHeight_um = 68.30
floorplan.core_util_pct = 32.05
fp-row-count = 23
coreArea_um2 = 4115
chipArea_um2 = 4665
die_w_um = 68.30

[run]
warning_count = 26
cap_violations = 0

[global_routing]
grt.total_usage_pct = 12.01
grt_max_degree = 12
grt_pass1_vias = 829
grt_pass1_wl_um = 4084
grt_remaining_overflow = 0
antenna_found_initial = 0

[cells_and_area]
largest_register_ffs = 32
regMostFlops = divided_clocks
area_growth_pct = 33.97
drive_above_1_share_pct = 9.816
layoutNonFillerInstCount = 213
final_core_util_pct = 42.93
largestRegisters = divided_clocks (32)

[place]
dpl.cell_count = 205
io_buffers = 32
gp_congestion = 0.7298
dp_hpwl_um = 1621

[status]
status = completed
-- through the flow --
stage | cell area, µm² | setup WS (ps)
2_1_floorplan | 1319 | 3825
3_3_place_gp | 1677 | 3394
3_5_place_dp | 1677 | 3394
4_1_cts | 1767 | 3083
5_1_grt | 1767 | 3009
6_report | 1767 | 3097
-- metal layers --
metal / vias to the layer above / GRT usage (%) / wire [µm] / share of wire (%)
met5: - / 0 / 0 / 0
met1: 431 / 19.10 / 1262 / 52
met3: 4 / 4.730 / 179 / 7.4
met2: 29 / 15.81 / 960 / 40
li1: 502 / - / - / -
met4: 0 / 1.302 / 26 / 1.1
-- cells in the final DEF (no fill, tap or decap) --
| master | n |
|---|---|
| dfxtp_1 | 32 |
| clkdlybuf4s50_1 | 32 |
| xor2_1 | 20 |
| nand3_1 | 10 |
| xnor2_1 | 10 |
| nand2_1 | 9 |
| nor2_1 | 6 |
| clkbuf_8 | 6 |
| nor4_2 | 5 |
| inv_1 | 5 |
| and4_1 | 4 |
| nor4_1 | 4 |
| nor3_1 | 4 |
| nand4_1 | 3 |
| nand3_2 | 2 |
| and3_1 | 2 |
| clkbuf_1 | 2 |
| or3_4 | 1 |
| or3_1 | 1 |
| nor4_4 | 1 |
| nor3b_1 | 1 |
| nand2b_1 | 1 |
| or2_2 | 1 |
| ha_1 | 1 |
-- synthesized netlist by cell type --
master	count	area (µm²)
and3_1	2	12.51
and4_1	4	35.03
buf_1	1	3.750
buf_2	2	10.01
buf_6	1	11.26
dfxtp_1	32	640.6
ha_1	1	12.51
inv_1	5	18.77
nand2_1	9	33.78
nand2b_1	1	6.260
nand3_1	10	50.05
nand3_2	2	20.02
nand4_1	3	18.77
nor2_1	6	22.52
nor3_1	4	20.02
nor3b_1	1	7.510
nor4_1	4	25.02
nor4_2	5	62.56
nor4_4	1	21.27
or2_2	1	6.260
or3_1	1	6.260
or3_4	1	11.26
xnor2_1	10	87.58
xor2_1	20	175.2
-- logic make-up (layout without fill, tap and decap cells) --
group | after synthesis | after routing
XOR/XNOR | 30 | 30
adder cells (fa/ha/maj) | 1 | 1
buffers and inverters | 9 | 45
flip-flops | 32 | 32
AND/OR/NAND/NOR | 55 | 55
-- report_power, final --
group	leakage, nW	switching, mW	total (mW)	internal (mW)
Sequential	0.258	0	0.236	0.236
Combinational	0.401	0	0.000000401	0
Clock	0.0455	0.0818	0.186	0.104
Total	0.704	0.0818	0.422	0.340
-- area by class of cell --
class | count | area [µm²]
fillers | 376 | 2349
flip-flops and latches | 32 | 640.6
multi-input cells | 86 | 634.4
repair buffers | 32 | 320.3
clock buffers | 8 | 90.09
well taps | 50 | 62.56
inverters | 5 | 18.77
-- path summary, 6_finish.rpt --
| path | to | cells past startpoint |
|---|---|---|
| worst max register to register | divided_clocks[24] | 5 |
| worst min register to register | divided_clocks[0] | 1 |
| worst min-delay path | divided_clocks[0] | 1 |
| worst max-delay path | divided_clocks[2] | 1 |
Power and IR drop assume default switching activity.
