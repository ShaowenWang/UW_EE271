==> flow/run.sh <==
#!/bin/bash
# OpenROAD 26Q1-2900-gdf79404cd8, Yosys 0.63+post, stock flow scripts
make -C /OpenROAD-flow-scripts/flow DESIGN_CONFIG=/design/flow/config.mk WORK_HOME=/design/flow/orfs finish
==> flow/config.mk <==
export PLATFORM = sky130hd
export DESIGN_NAME = seg7
export DESIGN_NICKNAME = seg7
export VERILOG_FILES = /design/flow/design.v
export SDC_FILE = /design/flow/constraint.sdc
export NUM_CORES = 4
export LEC_CHECK = 1
export CORE_AREA = 10 10 70 70
export DIE_AREA = 0 0 80 80
==> flow/constraint.sdc <==
current_design seg7

set clk_period 1.2
set clk_io_pct 0.2

create_clock -name clk0 -period $clk_period

set non_clock_inputs [all_inputs -no_clocks]
set_input_delay [expr $clk_period * $clk_io_pct] -clock clk0 $non_clock_inputs
set_output_delay [expr $clk_period * $clk_io_pct] -clock clk0 [all_outputs]
==> flow/design.v <==
module seg7 (bcd, leds);
	input logic [3:0] bcd;
	output logic [6:0] leds;
		always_comb begin
			case (bcd)
				4'b0000: leds = 7'b1000000;  
				4'b0001: leds = 7'b1111001;  
				4'b0010: leds = 7'b0100100;  
				4'b0011: leds = 7'b0110000;  
				4'b0100: leds = 7'b0011001;  
				4'b0101: leds = 7'b0010010;  
				4'b0110: leds = 7'b0000010;  
				4'b0111: leds = 7'b1111000;  
				4'b1000: leds = 7'b0000000;  
				4'b1001: leds = 7'b0010000;  
				default: leds = 7'bX;
		endcase
	end
endmodule
==> ci_impl_report.md <==
### Yosys + OpenROAD results

| Metric | Value |
|---|---|
| Worst path required time | `0.96 ns` |
| Sequential fraction of the synthesis area | `0` |
| Full die area | `6400 µm²` |
| Pwr dens | `257 nW/µm²` |
| Worst Path Arrival | `0.95 ns` |
| Hold buffers post-CTS | `0` |
| Row cnt | `21` |
| Cell Area, Synth | `155 µm²` |
| Cell chain of the critical path | `buf_8, inv_8, ha_2, or2_1, a21oi_2, buf_2` |
| Peak supply drop | `0.0407 mV` |
| GR Overflow Total | `0` |
| Final Critical Period | `1.19 ns` |
| Vias in the first global route | `217` |
| Syn-to-layout area delta | `194%` |
| Post-Syn Instances | `21` |
| Yosys chip area | `155 µm²` |
| RSZ-0062 raised after global routing | `true` |
| Flop area | `0 µm²` |
| Pre-CTS setup slack | `-0.898 ns` |
| Fin worst setup slack | `0.00749 ns` |
| Vias post-DR | `205` |
| Final ANT Viol Nets | `0` |
| Max-slew violations | `0` |
| OpenROAD warning count | `38` |
| CP max FO | `3` |
| Final Hold Fails | `0` |
| Worst Max-Slew Pin Slew | `0.104 ns` |
| Floorplan Utilization | `0.0454` |
| Max cap viols | `0` |
| Fin Setup TNS | `0 ns` |
| WHS | `0.801 ns` |
| Fin cells | `84` |
| Layout cells sized above 1 | `0.842` |
| Die W | `80 µm` |
| Outcome | `finished clean` |
| Die height | `80 µm` |
| ANT cells | `0` |
| Largest net degree at the start of global routing | `9` |
| HP Class | `in -> out` |
| I/O Pins | `11` |
| Initial antenna violation count | `0` |
| Number of clock-tree buffers in the layout | `0` |
| Global-route wire length before repair | `1.01 mm` |
| Post-placement cell count | `83` |
| Top post-synthesis cells by count | `5 x ha_1, 4 x a21oi_1` |
| Relative slew margins | `0.929` |
| CORE AREA | `3420 µm²` |
| Max Clk Rate | `839 MHz` |
| Total number of yosys warnings | `1` |
| Critical path class | `in -> out` |
| Drt pass-1 iters | `2` |
| PortBufs | `11` |
| Initial drt markers | `2` |
| Leak | `0.184 nW` |
| CP startpoint kind | `input port` |
| Avg Inst Size Synth | `7.39 µm²` |
| WL final | `643 µm` |
| Crit path buffers/inverters | `3` |
| Slowest-stage cell, CP | `or2_1` |
| Final Setup Violations | `0` |
| Gp weighted congestion | `0.659` |
| HPWL after detailed placement | `506 µm` |
| Synth top cell by count | `ha_1` |
| Synth area leader | `ha_1` |
| Worst path max stage delay | `0.22 ns` |
| # fillers | `396` |
| Critical Path End Type | `output port` |
| Drt wl/cell | `7.65 µm` |
| DRC viols | `0` |
| Final sequential cell count | `0` |
| Tcrit/Tclk final | `0.994` |
| Cell area leaders | `ha_1 40%, a21oi_1 13%, nand2b_1 8.1%, or2_1 8.1%, mux2i_1 6.5%` |
| Vias/cell | `2.44` |
| Crit-path leading delay family | `buffers and inverters` |
| Cell Type Count | `10` |
| Total GRT Usage | `0.0194` |
| Yosys cell count | `21` |
| Area share, top type | `0.403` |
-- final timing paths --
kind,startpoint,to,slack [ns],cells past startpoint
setup / recovery,bcd[0],leds[5],0.007,6
hold / removal,bcd[3],leds[2],0.80,3
-- layer usage --
layer | global-route usage | vias up | wire length (µm) | share of wire
li1 | - | 105 | - | -
met1 | 0.0218 | 95 | 240 | 0.37
met2 | 0.0385 | 5 | 355 | 0.55
met3 | 0.00341 | 0 | 47 | 0.073
met4 | 0 | 0 | 0 | 0
met5 | 0 | - | 0 | 0
-- per-stage QoR --
| step | utilization | area (µm²) | power, W |
|---|---|---|---|
| after floorplan | - | 155 | 0.0000235 |
| after global placement | 0.105 | 360 | 0.0000866 |
| after detailed placement | 0.105 | 360 | 0.0000875 |
| after CTS | 0.121 | 414 | 0.000104 |
| after global routing | 0.134 | 457 | 0.000129 |
| final | 0.134 | 457 | 0.000118 |
-- cell usage in the layout, fill, tap and decap left out, drive strengths merged --
cell type	Yosys	layout
buf	0	14
ha	5	5
a21oi	4	4
inv	2	2
or2	2	2
nand2b	2	2
nand2	2	2
clkbuf	0	2
nor2b	1	1
mux2i	1	1
nor3b	1	1
and2	1	1
clkdlybuf4s15	0	1
-- logic make-up (layout without fill, tap and decap cells) --
| group | after synthesis | after routing | synth area share |
|---|---|---|---|
| simple gates | 9 | 9 | 0.355 |
| fa+ha+maj | 5 | 5 | 0.403 |
| compound gates | 4 | 4 | 0.129 |
| buf+inv | 2 | 19 | 0.0484 |
| mux | 1 | 1 | 0.0645 |
-- timing repair --
| action | 4_1_cts | 5_1_grt |
|---|---|---|
| setup endpoints to repair | 7 | 7 |
| pin swaps | 7 | 4 |
| resized | 59 | 11 |
| buffers inserted | 1 | 0 |
-- cell type report --
type                            instances  area, µm²  share of cell area
Multi-Input combinational cell         19        241               0.529
Timing Repair Buffer                   17        135               0.296
Tap cell                               46       57.6               0.126
Inverter                                2       22.5              0.0493
-- power breakdown --
group	switching (W)	internal, W	leakage [nW]	total (W)
logic	0.0000486	0.0000689	0.184	0.000118
registers	0	0	0	0
clock network	0	0	0	0
Power is estimated from default activity; no workload was simulated.
