File: flow/config.mk
export PLATFORM = sky130hd
export DESIGN_NAME = FRED
export DESIGN_NICKNAME = FRED
export VERILOG_FILES = /design/flow/design.v
export SDC_FILE = /design/flow/constraint.sdc
export NUM_CORES = 4
export LEC_CHECK = 1
export CORE_AREA = 10 10 70 70
export DIE_AREA = 0 0 80 80
File: flow/constraint.sdc
current_design FRED

set clk_period 1.4
set clk_io_pct 0.2

create_clock -name clk0 -period $clk_period

set non_clock_inputs [all_inputs -no_clocks]
set_input_delay [expr $clk_period * $clk_io_pct] -clock clk0 $non_clock_inputs
set_output_delay [expr $clk_period * $clk_io_pct] -clock clk0 [all_outputs]
File: flow/design.v
module FRED (upc, HEX0, HEX1, HEX2, HEX3, HEX4, HEX5);
	input logic [2:0] upc;
	output logic [6:0] HEX0;
	output logic [6:0] HEX1;
	output logic [6:0] HEX2;
	output logic [6:0] HEX3;
	output logic [6:0] HEX4;
	output logic [6:0] HEX5;
	parameter TWO = 7'b0100100;   
	parameter A  = 7'b0001000;  
	parameter C  = 7'b1000110;  
	parameter E  = 7'b0000110;  
	parameter H  = 7'b0001001;  
	parameter L  = 7'b1000111;  
	parameter O  = 7'b0100011;  
	parameter P  = 7'b0001100;  
	parameter R  = 7'b1001110;  
	parameter Y  = 7'b0010001;  
	parameter blank  = 7'b1111111;  
		always_comb begin
			case (upc)
				3'b000: begin  
					 HEX5 = P;
					 HEX4 = A;
				    HEX3 = P;
				    HEX2 = A;
			       HEX1 = Y;
				    HEX0 = A;
				 end
				 3'b001: begin 
					 HEX5 = blank;
					 HEX4 = blank;
				    HEX3 = blank;
				    HEX2 = H;
			       HEX1 = TWO;
				    HEX0 = O;
				 end
				 3'b011: begin 
					 HEX5 = blank;
					 HEX4 = A;
				    HEX3 = P;
				    HEX2 = P;
			       HEX1 = L;
				    HEX0 = E;
				 end
				 3'b100: begin 
					 HEX5 = blank;
					 HEX4 = blank;
				    HEX3 = P;
				    HEX2 = E;
			       HEX1 = A;
				    HEX0 = R;
				 end
				 3'b101: begin 
					 HEX5 = blank;
					 HEX4 = blank;
				    HEX3 = C;
				    HEX2 = O; 
			       HEX1 = C;
				    HEX0 = O;
				 end
				 3'b110: begin 
					 HEX5 = blank;
					 HEX4 = blank;
				    HEX3 = blank;
				    HEX2 = P;
			       HEX1 = E;
				    HEX0 = A;
				 end
				 default: begin
							HEX5 = 7'bx;
							HEX4 = 7'bX;
							HEX3 = 7'bX;
							HEX2 = 7'bX;
							HEX1 = 7'bX;
							HEX0 = 7'bX;
		       end
		endcase
	end
endmodule
File: flow/run.sh
#!/bin/bash
# OpenROAD 26Q1-2900-gdf79404cd8, Yosys 0.63+post, stock flow scripts
make -C /OpenROAD-flow-scripts/flow DESIGN_CONFIG=/design/flow/config.mk WORK_HOME=/design/flow/orfs finish
==> qor.tcl <==
set qor(worst_hold_path_type) {primary input to primary output}
set qor(fp_util) 0.105
set qor(layout-area-overhead-vs-synth_pct) 147
set qor(final_min_period_over_clock_period) 0.969
set qor(fp.dieW_um) 80
set qor(mostFrequentLayoutCell) {dlygate4sd2_1}
set qor(drt_drc_violations_left) 0
set qor(post_synthesis_cell_type_with_the_largest_combined_area) {buf_4}
set qor(dr.first_iter.drc_count) 2
set qor(cp.required_ns) 1.12
set qor(grt_antenna_before_repair) 0
set qor(share_of_post_route_cells_with_drive_strength_above_1) 0.412
set qor(totalWireLength_um) 1500
set qor(finish.utilization) 0.259
set qor(worstSetupStartpointType) {primary input}
set qor(finalSetupViolCount) 0
set qor(vias_in_the_first_global_route) 442
set qor(grt_usage) 0.0423
set qor(syn-cell-area_um2) 358
set qor(yosys-stat-cells) 55
set qor(route.detailed.vias_per_inst) 3.12
set qor(post-route-cell-area_um2) 885
set qor(finalHoldWorstSlack_ns) 0.869
set qor(fmax_mhz) 738
set qor(timing.max_cap.violations) 0
set qor(largest_net_degree_at_the_start_of_global_routing) 7
set qor(dp.final_hpwl_um) 1260
set qor(yosys-top-cells-area) {buf_4 (44%), nor2_1 (5.2%), nor2b_1 (5.2%)}
set qor(total_leakage_power_nw) 0.521
set qor(coreArea_um2) 3420
set qor(row_count) 21
set qor(synth.yosys.seq_area_share) 0
set qor(yosysTopAreaCellShare) 0.441
set qor(power_density_nw_per_um2) 260
set qor(route.detailed.wl_per_inst_um) 10.5
set qor(route.antenna.diode_count) 0
set qor(cp.arrival_ns) 1.08
set qor(final_critical_delay_including_setup_and_external_delays_ns) 1.36
set qor(io_pins) 45
set qor(gp_congestion) 0.692
set qor(warnings) 33
set qor(sequential_cell_total) 0
set qor(worstPathMaxFanout) 6
set qor(yosys.stat.chipArea_um2) 358
set qor(grt_first_pass_wirelength_um) 2260
set qor(placedInstanceArea_um2) 701
set qor(hold_buffers) 0
set qor(synthesized_area_divided_by_synthesized_cell_count_um2) 6.51
set qor(place.port_buffers) 38
set qor(path_class) {primary input to primary output}
set qor(regArea_um2) 0
set qor(routed-via-count) 446
set qor(nFillCells) 381
set qor(endpoint_kind) {primary output}
set qor(clock_buffer_count) 0
set qor(outcome) {finished, final reports clean}
set qor(grt_overflow_total) 0
set qor(yosysUniqueCellTypes) 21
set qor(synth.yosys.warnings) 1
set qor(antenna_violating_nets_post_route) 0
set qor(timing_hold_violations_final) 0
set qor(maxSlewViolCount) 0
set qor(die_height_um) 80
set qor(chipArea_um2) 6400
set qor(detail_route.first_pass.iterations) 2
set qor(netlist_instances) 55
set qor(final_layout_top_logic_cells) {dlygate4sd2_1 (26), buf_4 (15), buf_6 (8)}
set qor(power.total_mw) 0.230
set qor(ir_drop_v) 0.0000786
critical path, stage by stage:
cell           delay (ns)
buf_6                0.10
buf_6                0.13
o21a_1               0.19
buf_4                0.14
dlygate4sd2_1        0.24
synthesized netlist by cell type (all sizes together), types with 2 or more instances:
cell	number
o21ai	2
xnor2	2
conb	2
nand2b	2
buf	23
nand2	4
o21a	2
nor2b	3
nor2	5
inv	3
where the power goes:
part / switching (mW) / internal, mW
combinational: 0.0737 / 0.156
sequential: 0 / 0
clock: 0 / 0
final timing paths:
kind / from / endpoint / slack (ns) / cells after the start
max: upc[0] / HEX5[0] / 0.04 / 5
min: upc[1] / HEX1[1] / 0.87 / 3
cells by family after synthesis:
group	synth area share
compound gates	0.115
xor+xnor	0.0734
buf+inv	0.517
other cells	0.0210
simple gates	0.273
routing by layer:
layer  global-route usage  up-vias  routed length, um
met2               0.0787       20                774
met4                    0        0                  0
met1               0.0455      200                523
met3               0.0182        0                201
met5                    0        -                  0
li1                     -      226                  -
repair_timing:
| item | in CTS | in global routing |
|---|---|---|
| buffers inserted | 9 | 5 |
| gates resized | 73 | 13 |
| pin swaps | 2 | 1 |
| endpoints found under the setup margin | 35 | 13 |
through the flow:
step | instances | TNS, ns | worst slack [ns]
floorplan | 60 | 0 | 0.312
global placement | 129 | -20.29 | -0.682
detailed placement | 129 | -21.05 | -0.681
CTS | 138 | -0.0167 | -0.00735
global route | 143 | -0.0262 | -0.0215
finish | 143 | 0 | 0.0441
area by class of cell:
cell class	instances	area (um^2)	area share
multi-input cells	34	253	0.286
repair buffers	60	561	0.634
inverters	3	13.8	0.0156
well taps	46	57.6	0.0651
No activity file was given, so power comes from the tool's default toggle rates.
